$ cat /design/flow/constraint.sdc
current_design regfile

set clk_period 2.8
set clk_io_pct 0.2

create_clock -name clk0 -period $clk_period [get_ports {clk}]

set non_clock_inputs [all_inputs -no_clocks]
set_input_delay [expr $clk_period * $clk_io_pct] -clock clk0 $non_clock_inputs
set_output_delay [expr $clk_period * $clk_io_pct] -clock clk0 [all_outputs]
$ cat /design/flow/run.sh
#!/bin/bash
# OpenROAD 26Q1-2900-gdf79404cd8, Yosys 0.63+post, stock flow scripts
make -C /OpenROAD-flow-scripts/flow DESIGN_CONFIG=/design/flow/config.mk WORK_HOME=/design/flow/orfs finish
$ cat /design/flow/config.mk
export PLATFORM = sky130hd
export DESIGN_NAME = regfile
export DESIGN_NICKNAME = regfile
export VERILOG_FILES = /design/flow/design.v
export SDC_FILE = /design/flow/constraint.sdc
export NUM_CORES = 4
export LEC_CHECK = 1
export CORE_UTILIZATION = 40
$ cat /design/flow/design.v
module regfile (
	input logic clk,
	input logic write_enable,
	input logic [1:0] write_index,
	input logic [31:0] write_data,
	input logic [1:0] read_a_index,
	output logic [31:0] read_a_data,
	input logic [1:0] read_b_index,
	output logic [31:0] read_b_data
	); 
	logic[31:0] reg0;
    logic[31:0] reg1;
    logic[31:0] reg2;
    logic[31:0] reg3;
	assign read_a_data = 
		 (read_a_index==0) ? 0 :
		 (read_a_index==1) ? reg1 : 
		 (read_a_index==2) ? reg2 :
		 (read_a_index==3) ? reg3 : 
		 16'hxxxx;
	assign read_b_data = 
		 (read_b_index==0) ? 0 :
		 (read_b_index==1) ? reg1 : 
		 (read_b_index==2) ? reg2 :
		 (read_b_index==3) ? reg3 : 
		 16'hxxxx;
	always_ff @(posedge clk) begin
        reg0 <= 0;
        reg1 <= (write_enable && write_index==1) ? write_data : reg1;
        reg2 <= (write_enable && write_index==2) ? write_data : reg2;
        reg3 <= (write_enable && write_index==3) ? write_data : reg3;
    end	
endmodule 
==> run_results.csv <==
group,metric,value,unit
run_status,status,"finished, final reports clean",
grt,grt_first_pass_wirelength,15.6,mm
floorplan,floorplan.core_util,41.2,%
drt,detailroute.wirelength.met2,4.96,mm
drt,detail_route.drc_violations,0,
worst_setup_path,worstPathMaxFanout,22,
yosys,synthCells,254,
timing,final_report_setup_violation_count,0,
grt,grt_usage,17.6,%
clock_tree,post_cts_resize_count,0,
yosys,ys.flops,96,
power,power.leakage,2.32,nW
min_path,hold_depth,1,
grt,antenna_violations_before_repair,0,
clock_tree,cts_setup_buffers,0,
floorplan,coreArea,11400,um2
place,port-buffer-count,103,
drt,postRouteAntennaNets,0,
drt,routed_wire_length,9.91,mm
grt,overflow,0,
timing,share_of_the_clock_period_used_by_the_worst_path,92.5,%
worst_setup_path,category_of_the_worst_setup_path_capture_point,"output pin",
floorplan,die.size.x,110,um
run,log.warning_count,25,
worst_setup_path,cp_data_arrival_time,2.03,ns
worst_setup_path,required,2.24,ns
drt,first_pass_iters,4,
clock_tree,clock_pin_slew_of_the_registers_on_the_worst_case_setup_and_hold_paths,0.06,ns
yosys,post_synth_num_cell_types,14,
drt,route.antenna.diode_count,0,
drt,drt_iter0_drc,97,
timing,slew_viols_final,0,
final_layout,drive_above_1_share,27.7,%
timing,max_clock_freq,386,MHz
timing,max_slew.worst_pin.slew,0.499,ns
power,ir_worst_vdd,0.337,mV
clock_tree,cts_tree,"yes",
power,pwr_density_cell,552,nW/um2
clock_tree,root_buffer,"sky130_fd_sc_hd__clkbuf_16",
min_path,timing.hold.worst.class,"in -> reg",
yosys,synth.yosys.chip_area,4700,um2
yosys,top_cells_by_count,"96 x sky130_fd_sc_hd__edfxtp_1, 64 x sky130_fd_sc_hd__a22o_1, 60 x sky130_fd_sc_hd__mux2_4, 10 x sky130_fd_sc_hd__buf_6, 6 x sky130_fd_sc_hd__buf_12",
timing,totalNegativeSetupSlack,0,ns
place,routabilityCongestion,0.788,
yosys,largest_area_cell,"sky130_fd_sc_hd__edfxtp_1",
clock_tree,postCtsHoldBufs,0,
timing,min_period,2.59,ns
drt,drt-vias-per-instance,5.36,
final_layout,syn2layout_area_growth,30.0,%
power,design_power_total,0.00337,W
floorplan,total_die_size,12200,um2
clock_tree,cts-root-to-sink-buffers,2,
drt,route.detailed.wl_per_inst,19.5,um
run,drv.max_cap_violation_count,0,
clock_tree,clock_sink_count,96,
drt,vias,2716,
yosys,synth-warning-count,1,
worst_setup_path,crit_type,"in -> out",
drt,wl_met3,802,um
timing,slew_headroom,66.7,%
yosys,topCellsByArea,"sky130_fd_sc_hd__edfxtp_1 61%, sky130_fd_sc_hd__mux2_4 19%, sky130_fd_sc_hd__a22o_1 12%, sky130_fd_sc_hd__buf_12 2.6%, sky130_fd_sc_hd__buf_6 2.4%",
yosys,yosys.stat.seqShare,61.3,%
yosys,dominant_cell_by_count_in_the_synthesized_netlist,"sky130_fd_sc_hd__edfxtp_1",
grt,maximum_number_of_pins_on_one_net_before_global_route_repair,33,
timing,rsz0062_at_grt,"no",
yosys,top_area_share,61.3,%
yosys,mappedNetlistArea,4700,um2
yosys,synth-async-reset-ratio,0,%
final_layout,final.fill_count,935,
clock_tree,htree_levels,3,
drt,topRoutingLayerUsed,"met4",
timing,report.final.hold_viol_count,0,
floorplan,ioPinCount,104,
clock_tree,numCtsBuffers,9,
floorplan,die-height,110,um
drt,wl_met1,4.01,mm
grt,via_count_of_the_first_global_routing_pass,2976,
floorplan,placement_rows,39,
yosys,number_of_synthesized_flops_with_an_enable_pin,96,
yosys,yosys_cells,254,
yosys,synth.avg_cell_area,18.5,um2
worst_setup_path,critPathLaunchType,"primary input",
place,place.detailed.hpwl,6.21,mm
yosys,synth_top_flop_cell,"sky130_fd_sc_hd__edfxtp_1",
critical path, cell delays in order:
cell                              delay (ns)
sky130_fd_sc_hd__buf_2                  0.27
sky130_fd_sc_hd__nor2b_4                0.21
sky130_fd_sc_hd__buf_4                  0.30
sky130_fd_sc_hd__a22o_1                 0.21
sky130_fd_sc_hd__clkdlybuf4s50_1        0.47
cells by family after synthesis:
group | after synthesis | share of synthesized area (%)
AND/OR/NAND/NOR | 6 | 1.06
multiplexers | 64 | 20.1
AND-OR/OR-AND | 64 | 11.9
buffers and inverters | 24 | 5.64
flip-flops | 96 | 61.3
final cells by class:
| cell class | count | area, um2 | area share (%) |
|---|---|---|---|
| Sequential cell | 96 | 2880 | 47.1 |
| Multi-Input combinational cell | 134 | 1570 | 25.6 |
| Clock inverter | 7 | 62.6 | 1.02 |
| Timing Repair Buffer | 118 | 1200 | 19.6 |
| Tap cell | 143 | 179 | 2.93 |
| Clock buffer | 9 | 225 | 3.68 |
sequential cells by signal, indices dropped and copies added (netlist names):
name / count
reg3: 32
reg2: 32
reg1: 32
stage by stage:
stage	setup WS, ns	util (%)	instances	cell area (um2)	hold WS, ns
2_1_floorplan	0.409	-	254	4700	0.659
3_3_place_gp	0.233	51.0	491	5830	1.16
3_5_place_dp	0.229	51.0	491	5830	1.17
4_1_cts	0.217	53.6	507	6110	0.815
5_1_grt	0.144	53.6	507	6110	0.824
6_report	0.211	53.6	507	6110	0.825
power breakdown:
| group | switching (W) | leakage, nW | internal (W) |
|---|---|---|---|
| combinational | 0.000168 | 1.30 | 0.000341 |
| clock | 0.000491 | 0.138 | 0.000682 |
| sequential | 0.0000318 | 0.882 | 0.00166 |
| total | 0.000691 | 2.32 | 0.00268 |
path summary, 6_finish.rpt:
| kind | start | end | slack, ns |
|---|---|---|---|
| worst max-delay path | read_b_index[0] | read_b_data[13] | 0.21 |
| worst min-delay path | write_data[18] | reg2[18] | 0.82 |
layout by cell type (no fill, tap or decap), types with 2 or more instances in the layout:
cell,n
sky130_fd_sc_hd__buf_12,6
sky130_fd_sc_hd__a22o_1,64
sky130_fd_sc_hd__buf_2,3
sky130_fd_sc_hd__mux2_2,4
sky130_fd_sc_hd__buf_4,9
sky130_fd_sc_hd__nor2b_4,2
sky130_fd_sc_hd__clkdlybuf4s50_1,99
sky130_fd_sc_hd__mux2_4,60
sky130_fd_sc_hd__clkbuf_16,9
sky130_fd_sc_hd__edfxtp_1,96
sky130_fd_sc_hd__clkinv_1,3
routing by layer:
metal | GRT usage (%) | up-vias
li1 | - | 1248
met2 | 28.0 | 115
met5 | 0 | -
met3 | 6.88 | 12
met4 | 2.40 | 0
met1 | 25.1 | 1341
No activity file was given, so power comes from the tool's default toggle rates.

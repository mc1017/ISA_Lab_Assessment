==> design.v <==
module e1_raster(
    input logic clk, 
    input logic reset,
    output logic[3:0] x,
    output logic[3:0] y
);
    logic reset_temp;
    always @(posedge clk) begin
        if (reset ==1) begin
            reset_temp<=1;
        end
        else if (reset ==0 && reset_temp==1) begin
            reset_temp<=0;
            x<=0;
            y<=0;
        end
        else begin
            x <= reset ? 0 : (x==11)?  0: x+1;
            y <= reset ? 0 : (x!=11) ?  y : (y==7) ? 0 : y+1;
        end
    end
endmodule
==> run.sh <==
#!/bin/bash
# OpenROAD 26Q1-2900-gdf79404cd8, Yosys 0.63+post, stock flow scripts
make -C /OpenROAD-flow-scripts/flow DESIGN_CONFIG=/design/flow/config.mk WORK_HOME=/design/flow/orfs finish
==> config.mk <==
export PLATFORM = sky130hd
export DESIGN_NAME = e1_raster
export DESIGN_NICKNAME = e1_raster
export VERILOG_FILES = /design/flow/design.v
export SDC_FILE = /design/flow/constraint.sdc
export NUM_CORES = 4
export LEC_CHECK = 1
export CORE_AREA = 10 10 70 70
export DIE_AREA = 0 0 80 80
==> constraint.sdc <==
current_design e1_raster

set clk_period 2.4
set clk_io_pct 0.2

create_clock -name clk0 -period $clk_period [get_ports {clk}]

set non_clock_inputs [all_inputs -no_clocks]
set_input_delay [expr $clk_period * $clk_io_pct] -clock clk0 $non_clock_inputs
set_output_delay [expr $clk_period * $clk_io_pct] -clock clk0 [all_outputs]
==> report_table.html <==
<!-- implementation run metrics -->
<table>
<tr><th>Metric</th><th>Value</th></tr>
<tr><th colspan="2">Worst setup path</th></tr>
<tr><td>Number of buffers and inverters on the critical path</td><td>1</td></tr>
<tr><td>Worst reg2reg endpoint</td><td>y[3]</td></tr>
<tr><td>Total stage count of the critical path</td><td>1</td></tr>
<tr><td>Reg2reg path depth</td><td>4</td></tr>
<tr><td>Required time at the worst-slack endpoint</td><td>1.92 ns</td></tr>
<tr><td>Delay contributed by the slowest stage of the critical path</td><td>around 0.52 ns</td></tr>
<tr><td>Critical path arrival</td><td>1.22 ns</td></tr>
<tr><td>Startpoint of the worst register-to-register path</td><td>x[0]</td></tr>
<tr><td>Critical Path End</td><td>x[2]</td></tr>
<tr><td>Critical setup path kind</td><td>register to primary output</td></tr>
<tr><td>Cells traversed along the worst timing path</td><td>clkdlybuf4s50_1</td></tr>
<tr><td>Crit-path max FO</td><td>4</td></tr>
<tr><td>Kind of cell with the highest combined delay on the critical path</td><td>buffers and inverters</td></tr>
<tr><td>Critical Path Sink Type</td><td>primary output</td></tr>
<tr><td>R2R setup slack</td><td>roughly 0.95 ns</td></tr>
<tr><td>Startpoint kind of the worst setup timing path</td><td>register</td></tr>
<tr><td>Timing startpoint of the critical path</td><td>x[2]</td></tr>
<tr><td>Slowest stage cell, crit path</td><td>clkdlybuf4s50_1</td></tr>
<tr><th colspan="2">Floorplan</th></tr>
<tr><td>Core ar.</td><td>3416 um^2</td></tr>
<tr><td>Starting density of the core</td><td>0.1227</td></tr>
<tr><td>Die Y-Extent</td><td>80 um</td></tr>
<tr><td>Die Footprint</td><td>about 6400 um^2</td></tr>
<tr><td>Number of top-level design ports</td><td>10</td></tr>
<tr><td>Cell row count</td><td>21</td></tr>
<tr><td>Chip width</td><td>approximately 80 um</td></tr>
<tr><th colspan="2">STA</th></tr>
<tr><td>Final setup viols</td><td>0</td></tr>
<tr><td>Worst Tran Pin Value</td><td>0.2203 ns</td></tr>
<tr><td>Total negative slack</td><td>0 ns</td></tr>
<tr><td>Final period util</td><td>0.7071</td></tr>
<tr><td>Post-route clock skew</td><td>0.006948 ns</td></tr>
<tr><td>Final min period</td><td>1.697 ns</td></tr>
<tr><td>Post-route worst hold slack</td><td>0.5863 ns</td></tr>
<tr><td>Peak clock frequency supported by timing</td><td>between 500 and 600 MHz</td></tr>
<tr><td>Setup repair after global routing missed its margin</td><td>false</td></tr>
<tr><td>Slew margin rel.</td><td>0.8531</td></tr>
<tr><td>Final slew viol count</td><td>0</td></tr>
<tr><td>Final Hold Fails</td><td>0</td></tr>
<tr><th colspan="2">Status</th></tr>
<tr><td>Outcome</td><td>finished, final reports clean</td></tr>
<tr><th colspan="2">Route</th></tr>
<tr><td>Count of unresolved DRC violations after routing</td><td>0</td></tr>
<tr><td>Wire per inst</td><td>8.967 um</td></tr>
<tr><td>Ratio of routed vias to standard cells</td><td>between 3 and 4</td></tr>
<tr><td>Via Count</td><td>286</td></tr>
<tr><td>Detailed Route Iter0 Violations</td><td>6</td></tr>
<tr><td>Total detailed-routing wirelength</td><td>825 um</td></tr>
<tr><td>Number of detailed-route iterations in the first pass</td><td>2</td></tr>
<tr><td>Diodes inserted</td><td>0</td></tr>
<tr><td>Post-route ant nets</td><td>0</td></tr>
<tr><th colspan="2">Clock tree</th></tr>
<tr><td>Count of hold buffers inserted by post-cts repair</td><td>0</td></tr>
<tr><td>Clock transition at the registers of the reported paths</td><td>0.06 ns</td></tr>
<tr><td>Source-to-sink clock delay at the later pin of the worst-skew pair</td><td>0.26 ns</td></tr>
<tr><td>H-tree lvl count</td><td>1</td></tr>
<tr><td>Maximum count of clock buffers along a single path</td><td>2</td></tr>
<tr><td>Postcts setup bufs</td><td>0</td></tr>
<tr><td>Clock buffers created by TritonCTS</td><td>3</td></tr>
<tr><td>Post_cts resized</td><td>0</td></tr>
<tr><td>TritonCTS clock tree</td><td>built</td></tr>
<tr><td>Clock net sink count</td><td>9</td></tr>
<tr><td>Cell chosen for the clock root</td><td>clkbuf_4</td></tr>
<tr><th colspan="2">Pwr</th></tr>
<tr><td>Reported leakage power</td><td>around 0.21 nW</td></tr>
<tr><td>IR drop worst, VDD</td><td>0.0003308 V</td></tr>
<tr><td>Power per Cell Area</td><td>615.7 nW/um^2</td></tr>
<tr><th colspan="2">Global routing</th></tr>
<tr><td>Number of global-route vias before repair</td><td>between 200 and 300</td></tr>
<tr><td>Total routing resource utilization after global routing</td><td>0.02649</td></tr>
<tr><td>Number of antenna violations at the first check in global routing</td><td>0</td></tr>
<tr><td>Maximum number of pins on one net before global-route repair</td><td>7</td></tr>
<tr><td>Wire length of the first global-routing pass</td><td>1345 um</td></tr>
<tr><td>Remaining Overflow, GRT</td><td>0</td></tr>
<tr><th colspan="2">Logic synthesis</th></tr>
<tr><td>Post-Syn Area per Cell</td><td>12.33 um^2</td></tr>
<tr><td># Cells Yosys</td><td>34</td></tr>
<tr><td>Count of state elements after synthesis</td><td>9</td></tr>
<tr><td>Yosys Warn Count</td><td>1</td></tr>
<tr><td>Sequential area share after synthesis</td><td>0.6209</td></tr>
<tr><td>Yosys Chip Area</td><td>419.2 um^2</td></tr>
<tr><td>Distinct lib cells</td><td>16</td></tr>
<tr><td>Post-synthesis instance area</td><td>419.2 um^2</td></tr>
<tr><td>Synthesized instance count</td><td>34</td></tr>
<tr><th colspan="2">Job</th></tr>
<tr><td>Max-cap violations</td><td>0</td></tr>
<tr><td>Tool warnings</td><td>25</td></tr>
<tr><th colspan="2">Placement</th></tr>
<tr><td>I/O Buffers</td><td>9</td></tr>
<tr><td>Final RePlAce weighted congestion</td><td>0.7709</td></tr>
<tr><td>Placed Cells incl. Taps</td><td>between 80 and 90</td></tr>
<tr><td>Half-perimeter wire length of the detailed placement result</td><td>625.1 um</td></tr>
<tr><th colspan="2">Final layout</th></tr>
<tr><td>Multi-input logic area</td><td>about 150 um^2</td></tr>
<tr><td>FF/Latch Area</td><td>260.3 um^2</td></tr>
<tr><td>Most frequent cells in the layout</td><td>clkdlybuf4s50_1 (9), edfxtp_1 (8), nor2_1 (6)</td></tr>
<tr><td>Leading cell type in the layout, fill and taps excluded</td><td>clkdlybuf4s50_1</td></tr>
<tr><td>Non-filler instance count after layout</td><td>between 90 and 100</td></tr>
<tr><td>Layout Area Growth over Synthesis</td><td>40.60%</td></tr>
<tr><td>Fraction of final layout cells sized beyond drive strength 1</td><td>0.1087</td></tr>
<tr><td>Fill count</td><td>391</td></tr>
<tr><th colspan="2">Worst hold path</th></tr>
<tr><td>Min-Delay Path Class</td><td>register to register</td></tr>
</table>
## power breakdown
group | total [mW] | switching [mW] | leakage, nW | internal, mW
Combinational | 0.0496 | 0.0185 | 0.113 | 0.0311
Sequential | 0.198 | 0.0116 | 0.0860 | 0.187
Clock | 0.115 | 0.0511 | 0.0150 | 0.0640
## layer usage
metal / vias up / global-route usage / routed length, um
met5: - / 0 / 0
met4: 0 / 0.005282 / 4
met3: 2 / 0.01591 / 55
met2: 7 / 0.03531 / 381
met1: 136 / 0.03581 / 384
li1: 141 / - / -
## synth_stat cells, drive strengths merged
library cell | count | area [um^2]
a21oi | 1 | 5.000
and2 | 1 | 6.260
and3 | 1 | 6.260
clkbuf | 1 | 3.750
dfxtp | 1 | 20.02
edfxtp | 8 | 240.2
ha | 2 | 25.02
inv | 2 | 7.510
nand2 | 2 | 7.510
nand2b | 1 | 13.76
nand3 | 2 | 10.01
nand3b | 1 | 7.510
nor2 | 6 | 22.52
o21ai | 1 | 8.760
xnor2 | 2 | 17.52
xor2 | 2 | 17.52
## cells by family after synthesis
group / share of synthesized area
AND-OR/OR-AND: 0.03283
flip-flops: 0.6209
adder cells (fa/ha/maj): 0.05969
AND/OR/NAND/NOR: 0.1761
buffers and inverters: 0.02686
XOR/XNOR: 0.08360
## sequential cells by signal (all words and copies together) (netlist names)
name,cells
x,4
y,4
reset_temp,1
## cell type report
class	instances	share of cell area
Timing Repair Buffer	9	0.1529
Multi-Input combinational cell	22	0.2505
Inverter	2	0.01274
Tap cell	46	0.09766
Clock buffer	4	0.04459
Sequential cell	9	0.4416
## per-stage QoR
| step | utilization | total power, mW | setup WS, ns | area (um^2) |
|---|---|---|---|---|
| detailed placement | 0.1648 | 0.2521 | 0.6480 | 563.0 |
| floorplan | - | 0.2227 | 1.122 | 419.2 |
| global route | 0.1725 | 0.3811 | 0.6343 | 589.3 |
| global placement | 0.1648 | 0.2511 | 0.6808 | 563.0 |
| finish | 0.1725 | 0.3628 | 0.7030 | 589.3 |
| CTS | 0.1725 | 0.3684 | 0.6832 | 589.3 |
## worst min path at each step
stage,slack [ns],to,start,cells past startpoint
CTS,0.58,y[2],reset_temp,1
global route,0.62,y[2],reset_temp,1
finish,0.59,y[2],reset_temp,1
No activity file was given, so power comes from the tool's default toggle rates.

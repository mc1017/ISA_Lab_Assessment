==> /design/flow/run.sh <==
#!/bin/bash
# OpenROAD 26Q1-2900-gdf79404cd8, Yosys 0.63+post, stock flow scripts
make -C /OpenROAD-flow-scripts/flow DESIGN_CONFIG=/design/flow/config.mk WORK_HOME=/design/flow/orfs finish
==> /design/flow/config.mk <==
export PLATFORM = sky130hd
export DESIGN_NAME = mul16
export DESIGN_NICKNAME = mul16
export VERILOG_FILES = /design/flow/design.v
export SDC_FILE = /design/flow/constraint.sdc
export NUM_CORES = 4
export LEC_CHECK = 1
export CORE_UTILIZATION = 50
==> /design/flow/constraint.sdc <==
current_design mul16

set clk_period 14.3
set clk_io_pct 0.2

create_clock -name clk0 -period $clk_period [get_ports {clk}]

set non_clock_inputs [all_inputs -no_clocks]
set_input_delay [expr $clk_period * $clk_io_pct] -clock clk0 $non_clock_inputs
set_output_delay [expr $clk_period * $clk_io_pct] -clock clk0 [all_outputs]
==> /design/flow/design.v <==
module mul16(
    input logic clk,
    input logic [15:0] a,b,
    output logic [31:0] r
);
    logic[15:0] oneone,onetwo,twoone,twotwo;
    always_ff @(posedge clk) begin
        r+=oneone;
        r[24:8]+=onetwo;
        r[24:8]+=twoone;
        r[31:16]+=twotwo;
    end
mul8 first(clk,a[15:8],b[15:8],oneone[15:0]);
mul8 out(clk,a[15:8],b[7:0],onetwo[15:0]);
mul8 inner(clk,a[7:0],b[15:8],twoone[15:0]);
mul8 last(clk,a[7:0],b[7:0],twotwo[15:0]);
endmodule
module mul8(
    input logic clk,
    input logic [7:0] a,
    input logic [7:0] b,
    output logic [15:0] r
);
    always_ff @(posedge clk) begin
        r<=a*b;
    end
endmodule
==> impl_metrics.py <==
# Physical implementation metrics
metrics = {
    "run_status": {
        "outcome": "finished clean",
    },
    "logic_synthesis": {
        "ys_sh_simple": 0.165,
        "yosysWarnings": 2,
        "ys_top_cells_by_area": "fa_1, ha_1, dfxtp_1, inv_1, and2_1",
        "mux_share": 0.000772,
        "yosys_area_sq_mm": 0.0130,
        "postSynthSeqShare": 0.148,
        "synth_cell_types": 56,
        "ys_sh_adder": 0.436,
        "top_area_frac": 0.252,
        "syn_area_sq_mm": 0.0130,
        "ys_sh_xor": 0.0683,
        "avgSynthCellArea_sq_um": 8.95,
        "synth_area_leader_cell": "fa_1",
        "logic_family": "adder cells",
        "yosys_register_bits": 96,
        "async_flop_share": 0,
        "edf_count": 0,
        "aoi_share": 0.0977,
        "syn_inst": 1447,
        "ys_cells": 1447,
        "ys.flop_type": "dfxtp_1",
    },
    "sta": {
        "rsz0062_at_grt": "false",
        "finalClockSkew_ns": 0.0136,
        "slew_viol_final": 0,
        "hold_viol_final": 0,
        "min_period_over_period": 0.526,
        "max_clock_freq_ghz": 0.133,
        "slew_headroom": 0.497,
        "period_minus_slack_ns": 7.52,
        "setup_tns_ns": 0,
        "setup_viol": 0,
        "tightest_slew_ns": 0.752,
    },
    "worst_setup_path": {
        "cp.arrival_ns": 7.76,
        "crit_type": "primary input to register",
        "worst-path-max-fanout": 16,
        "cp-end-kind": "register",
        "start_kind": "primary input",
        "required_ns": 14.53,
    },
    "grt": {
        "gr-total-overflow": 0,
        "grt_pass1_vias": 9366,
        "grt_use_total": 0.237,
        "grt_max_degree": 19,
        "antenna_found_initial": 0,
        "grt_pass1_wl_um": 47300,
    },
    "flow_run": {
        "max_cap_viol_count": 0,
        "warnings": 26,
    },
    "placed_design": {
        "dpl.hpwl_um": 22000,
        "globalplace.congestion": 0.876,
        "io_buffers": 64,
        "dpl.cell_count": 1810,
    },
    "final_layout": {
        "n_fill_cell": 2312,
        "syn_to_final_growth_pct": 9.68,
        "mostFrequentLayoutCells": "inv_1, ha_1, fa_1",
        "fin_cells": 1826,
        "layout_top_cell_excl_fill_tap": "inv_1",
        "drive_gt1_frac": 0.0267,
    },
    "clocking": {
        "post-cts-setup-buffer-count": 0,
        "cts.hold.buffers_added": 0,
        "cts_resized": 0,
        "numCtsBuffers": 9,
        "clk_latency_ns": 0.35,
        "cts_tree": "built",
        "cts_root_buffer": "clkbuf_16",
        "cts_max_path_buffers": 2,
        "htree_levels": 3,
        "path_clk_slew_ns": 0.07,
        "clock_sinks": 96,
    },
    "routing": {
        "dr.pass1.iters": 5,
        "drt-initial-drc-count": 406,
        "wirelength_um": 27300,
        "vias": 9141,
        "ant_nets": 0,
        "antennaDiodeCount": 0,
        "drc": 0,
        "vias_per_cell": 5.01,
        "routedWlPerCell_um": 14.9,
    },
    "floorplanning": {
        "die-area_sq_mm": 0.0266,
        "fp.dieW_um": 163,
        "ios": 65,
        "fp.coreArea_sq_mm": 0.0253,
        "dieHeight_um": 163,
        "fp_util": 0.512,
        "rows": 58,
    },
    "hold_path": {
        "min_path_type": "register to register",
    },
}
## sequential cells by signal, summed over array words and instances, names as in the netlist
register,count
first.r,16
inner.r,16
last.r,16
out.r,16
r,32
## kinds of logic after synthesis
| logic type | Yosys count |
|---|---|
| compound gates | 184 |
| buf+inv | 290 |
| simple gates | 421 |
| mux | 1 |
| flops | 96 |
| xor+xnor | 101 |
| fa+ha+maj | 354 |
## final cells by class
type / instances / area, sq um / share of cell area
clock buffers: 9 / 225 / 0.0158
clock inverters: 7 / 85.1 / 0.00599
inverters: 257 / 965 / 0.0679
multi-input cells: 1061 / 9950 / 0.700
flip-flops and latches: 96 / 1920 / 0.135
well taps: 330 / 413 / 0.0291
repair buffers: 66 / 656 / 0.0461
## per-layer routing
layer  part of all wire  vias to the layer above  routed length (um)  track usage
met5                  0                        -                   0            0
met4             0.0059                        0                 160       0.0140
met3              0.062                        9                1690       0.0587
met2               0.40                      183               10800        0.326
met1               0.54                     4263               14600        0.410
li1                   -                     4686                   -            -
## per-stage QoR
stage / worst slack [ns] / util / cell area [sq um] / hold slack (ns)
2_1_floorplan: 7.37 / - / 13000 / 0.420
3_3_place_gp: 6.50 / 0.549 / 13900 / 0.434
3_5_place_dp: 6.41 / 0.549 / 13900 / 0.433
4_1_cts: 6.79 / 0.561 / 14200 / 0.451
5_1_grt: 6.50 / 0.561 / 14200 / 0.469
6_report: 6.78 / 0.561 / 14200 / 0.446
## path summary, 6_finish.rpt
check	from	to	slack (ns)	depth (start not counted)
worst max-delay path	b[3]	out.r[15]$_DFF_P_	6.78	16
worst min-delay path	first.r[0]$_DFF_P_	r[0]$_DFF_P_	0.45	1
worst min register to register	first.r[0]$_DFF_P_	r[0]$_DFF_P_	0.45	1
worst max register to register	r[0]$_DFF_P_	r[30]$_DFF_P_	7.69	27
## worst max-delay path, cell delays in order
cell and delay (ns):
clkdlybuf4s50_1 0.79, and2_1 0.34, fa_1 0.42, fa_1 0.54, inv_1 0.05, fa_1 0.46
fa_1 0.54, inv_1 0.04, ha_1 0.34, o21a_1 0.20, o31a_1 0.12, o211ai_1 0.22
a21oi_1 0.12, a2111oi_2 0.43, a21oi_1 0.14, xnor2_1 0.14
## synthesized netlist by cell type (5+ instances only)
cell	count
o21ai_0	15
dfxtp_1	96
o21a_1	21
a211oi_1	5
clkbuf_1	32
nor2b_1	10
nand2b_1	7
a31oi_1	7
nand2_1	144
nand3_1	15
a21o_1	12
inv_1	257
nor2_1	51
xnor2_1	83
a21oi_1	65
fa_1	163
o211ai_1	6
xor2_1	18
and3_1	14
and2_1	151
nor3_1	8
o31a_1	6
o21ai_1	6
ha_1	191
o21bai_1	8
